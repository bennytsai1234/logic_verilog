--- design/flow/design.v ---
module demo(input clk, reset,
                        input [3:0] input_ones, input [3:0] input_tens, input confirm1,confirm2,
								output reg [3:0] COM, output reg[6:0] seg,
                        output reg[3:0] score, output reg[3:0] remaining_guesses,
                        output reg beep);
  divfreq F0(clk, CLK_div);
  reg[3:0] range_max_ones;
  reg[3:0] range_max_tens;
  reg[3:0] range_min_ones;
  reg[3:0] range_min_tens;
  reg [7:0] secret_number;
  reg [7:0] guess;
  reg[31:0] counter1;
  reg[31:0] counter2;
  reg seg_A,seg_B,seg_C,seg_D;
  integer flag,flag2,flag3;
  integer rand_num_tens, rand_num_ones;
  initial 
		begin 	
			COM[3:0] = 4'b1110;
			flag =0;
			flag2 =0;
			flag3 =0;
			beep = 0;
		end
	always@(seg_A,seg_B,seg_C,seg_D)
		begin
			case({seg_A,seg_B,seg_C,seg_D})
				4'b0000: seg[6:0] = 7'b0000001;
				4'b0001:	seg[6:0] = 7'b1001111;
				4'b0010:	seg[6:0] = 7'b0010010;
				4'b0011:	seg[6:0] = 7'b0000110;
				4'b0100:	seg[6:0] = 7'b1001100;
				4'b0101:	seg[6:0] = 7'b0100100;
				4'b0110:	seg[6:0] = 7'b0100000;
				4'b0111:	seg[6:0] = 7'b0001111;
				4'b1000:	seg[6:0] = 7'b0000000;
				4'b1001:	seg[6:0] = 7'b0000100;
				default: seg[6:0] = 7'b1111111;
			endcase
		end
	always@(posedge CLK_div)
		begin
			if(COM == 4'b1111)
				COM <= 4'b1110;
			else
				COM[3:0] <= {COM[2:0],1'b1};
		end
  always @(posedge clk) 
	begin
		case(COM[3:0])
			4'b1110:	{seg_A,seg_B,seg_C,seg_D} = range_min_tens;
			4'b1101: {seg_A,seg_B,seg_C,seg_D} = range_min_ones;
			4'b1011: {seg_A,seg_B,seg_C,seg_D} = range_max_tens;
			4'b0111: {seg_A,seg_B,seg_C,seg_D} = range_max_ones;
		endcase
	end
 always @(posedge clk ) begin
	rand_num_tens = 7;
	rand_num_ones = 7;
   if ( reset || flag ==1 ) 
		begin
			flag =0;
			secret_number[3:0] <= rand_num_ones;
			secret_number[7:4] <= rand_num_tens;
			remaining_guesses <= 4'b0010;
			range_max_ones[3:0] <= 4'b1001;
			range_max_tens[3:0] <= 4'b1001;
			range_min_ones[3:0] <= 4'b0000;
			range_min_tens[3:0] <= 4'b0000;
			beep = 0;
		end		
	if (confirm1 && ~flag2 ) 
		begin
			guess[3:0] = input_ones;
			flag2=1;
			flag3=0;
		end
	if (confirm2 && ~flag3 ) 
		begin
			guess[7:4] = input_ones;
			flag3=1;
		end												
	if (flag2 && flag3 )
		begin
			if (guess > secret_number)
				begin
					range_max_ones <= guess[3:0];
					range_max_tens <= guess[7:4];
				end 
		else if (guess < secret_number) 
				begin
					range_min_ones <= guess[3:0];
					range_min_tens <= guess[7:4];
				end 
		else if (guess == secret_number)
				begin
					score <= score + 1'b1;
					flag = 1;
				end
			remaining_guesses <= remaining_guesses - 1'b1;
			flag2=0;
		end
	if (score == 4'b0101 || remaining_guesses == 4'b0000) 
		begin
			beep =1;
		end 
	else 
		begin
			beep =0;
		end
	if (confirm1 && reset && score >= 4'b0101 && beep ==1)
		begin
			beep =0;
			score <= 4'b0000;
		end
end
endmodule
module divfreq (input CLK, output reg CLK_div);
		reg [24:0] Count;
		always@(posedge CLK)
			begin 
				if (Count> 25000)  
					begin 
						Count <=25'b0;
						CLK_div <= ~CLK_div;
					end
				else 
				Count<= Count + 1'b1;
			end
endmodule 
--- design/flow/run.sh ---
#!/bin/bash
# OpenROAD 26Q1-2900-gdf79404cd8, Yosys 0.63+post, stock flow scripts
make -C /OpenROAD-flow-scripts/flow DESIGN_CONFIG=/design/flow/config.mk WORK_HOME=/design/flow/orfs finish
--- design/flow/config.mk ---
export PLATFORM = sky130hd
export DESIGN_NAME = demo
export DESIGN_NICKNAME = demo
export VERILOG_FILES = /design/flow/design.v
export SDC_FILE = /design/flow/constraint.sdc
export NUM_CORES = 4
export LEC_CHECK = 1
export CORE_UTILIZATION = 50
--- design/flow/constraint.sdc ---
current_design demo

set clk_period 18.2
set clk_io_pct 0.2

create_clock -name clk0 -period $clk_period [get_ports {clk}]

set non_clock_inputs [all_inputs -no_clocks]
set_input_delay [expr $clk_period * $clk_io_pct] -clock clk0 $non_clock_inputs
set_output_delay [expr $clk_period * $clk_io_pct] -clock clk0 [all_outputs]
==> impl_metrics.yaml <==
# generated from flow reports
worst_hold_path:
  hold_start: "flag[8]"
  whs_path_depth: 1
  timing.hold.worst_endpoint: "flag[8]"
  hold_path.class: "reg2reg"
timing:
  tightest_slew_ns: 0.763
  fin_worst_hold_slack_ns: 0.457
  finalCritPeriodShare: 0.335
  number_of_register_pins_that_no_clock_reaches: 4
  achievable_frequency_mhz: 164
  maxSlewHeadroom: 0.488
  finClkSkew_ns: 0.00573
  number_of_unconstrained_endpoints: 12
  timing.final.crit_period_ns: 6.10
  unrepaired_setup_endpoints_after_global_routing: "no"
  setup_viol: 0
  timing.final.hold_violations: 0
  totalNegativeSetupSlack_ns: 0
  timing.final.max_slew_violations: 0
route:
  antennaDiodeCount: 0
  post_dr_wirelength_cell_um: 13.0
  vias: 3952
  drt_wl_total_um: 10200
  avgViaCountPerCell: 5.05
  initialDrtViolationCount: 291
  detailed_route_drc_error_count: 0
  ant_nets: 0
  1st_pass_router_iterations: 5
yosys:
  yosys.cell_types.count: 51
  count_of_flip_flops_with_a_built_in_enable_after_synthesis: 9
  postSynthCellCount: 588
  syn_avg_cell_area_um2: 10.4
  netlist.top_cell.by_area: "dfxtp_1"
  ys_chip_area_um2: 6100
  mappedNetlistArea_um2: 6100
  top_cell_area_share: 0.529
  synth.area.top_cells: "dfxtp_1, and2_1, edfxtp_1"
  yosys_warnings: 3
  synth_seq_share: 0.573
  synth.yosys.num_cells: 588
  synth-main-ff-cell: "dfxtp_1"
  ys_ff: 170
  synth-async-reset-ratio: 0
setup_path:
  crit_path_top_delay_cell: "clkdlybuf4s50_1"
  crit_start: "confirm2"
  critical_path.endpoint_type: "flop"
  worst-path-max-fanout: 8
  cpPeakStageDelay_ns: 0.58
  worstPathCellList: "clkdlybuf4s50_1 -> nor4_1 -> nand4_1 -> or3_1 -> o211ai_1 -> buf_4 -> or3_1 -> a21o_1 -> mux2i_1"
  crit-reg2reg-launch: "flag2[22]"
  reg2reg_slack_ns: 15.04
  timing.rr.end: "range_min_tens[2]"
  required_worst_endpoint_ns: 18.54
  crit_path_frequent_cell: "or3_1"
  type_of_the_worst_setup_path: "in2reg"
  crit_arrival_ns: 6.44
  critical_path.startpoint_type: "primary input"
  r2r.worst_path.cells: 8
clock_tree:
  clk-insertion-delay-late_ns: 0.41
  clk_pin_slew_ns: 0.06
  clock_tree.htree_level_count: 4
  cts.root.buffer_cell: "clkbuf_16"
  cts_resized: 0
  cts.path.max_buffers: 2
  cts_inserted_buffers: 17
  postCtsSetupBuffers: 0
  cts_tree: "done"
  ctsHoldBuffers: 0
pwr:
  power_leakage_nw: 2.93
  power.clock.fraction: 0.448
  power_density_nw_per_um2: 115
  cell_internal_pwr_w: 0.000641
  vdd.ir_drop.worst_uv: 113
  p_comb_frac: 0.074
  seq_power_share: 0.477
  p_sw_w: 0.000181
  power_switching_share: 0.221
layout:
  proportion_of_layout_cells_with_a_drive_suffix_above_1: 0.0750
  syn_to_final_growth_pct: 17.4
  stdcell_area_um2: 7160
  instances_no_fill: 783
outcome:
  status: "finished clean"
global_routing:
  number_of_antenna_violations_at_the_first_check_in_global_routing: 0
  grt_start_max_net_pins: 32
  grt_usage: 0.182
  grt_first_pass_wirelength_um: 17900
  number_of_global_route_vias_before_repair: 3712
  overflow: 0
run:
  drv_cap: 0
  openroad.warnings: 37
floorplanning:
  pin_count: 32
  die_w_um: 112
  floorplan.initialDensity: 0.523
  floorplan.rows: 39
  core_area_um2: 11700
  floorplan.die_area_um2: 12600
  die-height_um: 112
placed_design:
  gpl.final_weighted_congestion: 0.805
  number_of_port_buffers: 27
  dp_cells: 751
  placed_area_um2: 6540
  post-dp-hpwl_um: 6670
==> worst max-delay path, delay by kind of cell <==
kind                   cells  cell delay, ns
AND-OR/OR-AND              2            0.67
buffers and inverters      2            0.82
multiplexers               1            0.22
AND/OR/NAND/NOR            4            1.08
==> state kept, by name (all words and copies together), names as in the netlist, 7 cells and up <==
signal    cells
guess         8
flag         32
seg           7
flag3        32
F0.Count     25
flag2        32
==> cells by family after synthesis <==
group | count (synthesis) | synth area share
compound gates | 57 | 0.0644
xor+xnor | 16 | 0.0230
fa+ha+maj | 12 | 0.0246
buf+inv | 45 | 0.0283
flops | 170 | 0.573
mux | 26 | 0.0433
other cells | 1 | 0.000615
simple gates | 261 | 0.243
==> power by group through the flow <==
stage / clock, W / combinational (W) / sequential, W
5_1_grt: 0.000395 / 0.0000701 / 0.000394
4_1_cts: 0.000377 / 0.0000620 / 0.000392
6_report: 0.000369 / 0.0000612 / 0.000392
==> worst max-delay path by stage <==
stage	end	slack, ns	cells after the start
CTS	score[3]	12.12	7
global route	range_min_tens[1]	11.83	9
finish	range_min_tens[2]	12.10	9
==> placed cells by master, fill, tap and decap left out, types with 12 or more instances in the layout <==
cell type | netlist | routed
nand4_1 | 25 | 25
ha_1 | 12 | 12
and2_1 | 94 | 94
nor2_1 | 43 | 43
clkdlybuf4s50_1 | 0 | 27
mux2i_1 | 23 | 23
clkbuf_16 | 0 | 17
nand3_1 | 16 | 16
nor4_1 | 25 | 25
a21oi_1 | 17 | 17
dfxtp_1 | 161 | 161
inv_1 | 24 | 24
nand2_1 | 22 | 22
==> metal layers <==
metal	vias to the layer above	track usage	wire length [µm]
li1	2103	-	-
met1	1797	0.318	5520
met2	43	0.243	4060
met3	9	0.0506	443
met4	0	0.0222	129
met5	-	0	0
==> final cells by class <==
type | count | area (µm²)
well taps | 143 | 179
multi-input cells | 382 | 2470
flip-flops and latches | 170 | 3490
clock buffers | 19 | 453
repair buffers | 32 | 308
inverters | 24 | 90.1
clock inverters | 13 | 169
fillers | 934 | 4500
==> synth_stat cells, types with 4 or more instances <==
cell type / n
nand2_1: 22
ha_1: 12
nand3b_1: 7
nor4_1: 25
and2_1: 94
a221o_1: 4
mux2i_1: 23
xnor2_1: 9
edfxtp_1: 9
clkbuf_1: 17
and3_1: 6
nand4_1: 25
dfxtp_1: 161
o21a_1: 5
nor2_1: 43
nand3_1: 16
inv_1: 24
xor2_1: 7
a21o_1: 4
o21ai_0: 5
or4_1: 4
a21oi_1: 17
==> per-stage QoR <==
stage          setup WS (ns)   util  total power [W]
3_5_place_dp           11.67  0.560         0.000462
4_1_cts                12.12  0.614         0.000831
6_report               12.10  0.614         0.000822
3_3_place_gp           11.70  0.560         0.000461
5_1_grt                11.83  0.614         0.000859
2_1_floorplan          12.94      -         0.000437
Power is estimated from default activity; no workload was simulated.
